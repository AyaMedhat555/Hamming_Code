[./config.mk]
export PLATFORM = sky130hd
export DESIGN_NAME = hammingcode
export DESIGN_NICKNAME = hammingcode
export VERILOG_FILES = /design/flow/design.v
export SDC_FILE = /design/flow/constraint.sdc
export NUM_CORES = 4
export LEC_CHECK = 1
export CORE_UTILIZATION = 40
[./constraint.sdc]
current_design hammingcode

set clk_period 2.7
set clk_io_pct 0.2

create_clock -name clk0 -period $clk_period [get_ports {clk_decoder}]
create_clock -name clk1 -period $clk_period [get_ports {clk_encoder}]

set non_clock_inputs [all_inputs -no_clocks]
set_input_delay [expr $clk_period * $clk_io_pct] -clock clk0 $non_clock_inputs
set_output_delay [expr $clk_period * $clk_io_pct] -clock clk0 [all_outputs]
[./design.v]
module CLK_DIVIDER #(
parameter WIDTH = 4,
parameter N = 11)
(CLK_IN,REST, CLK_OUT);
input CLK_IN;
input REST;
output CLK_OUT;
reg [WIDTH-1:0] POSETIVE_COUNT, NEGATIVE_COUNT;
 always @(posedge CLK_IN ,posedge REST )
 if (REST)
 POSETIVE_COUNT <=0;
 else if (POSETIVE_COUNT ==N-1) POSETIVE_COUNT <= 0;
 else POSETIVE_COUNT<= POSETIVE_COUNT +1;
 always @(negedge CLK_IN , posedge REST)
 if (REST)
 NEGATIVE_COUNT <=N-1;
 else  if (NEGATIVE_COUNT ==N-1) NEGATIVE_COUNT <= 0;
 else NEGATIVE_COUNT<= NEGATIVE_COUNT +1; 
assign CLK_OUT = ~(((POSETIVE_COUNT > (N>>1)) | (NEGATIVE_COUNT > (N>>1)))); 
endmodule
module decoder(input [14:0]in,
               output [10:0]out);
wire [3:0]error;		
assign error[0]=in[0]^in[2]^in[4]^in[6]^in[8]^in[10]^in[12]^in[14];
assign error[1]=in[1]^in[2]^in[5]^in[6]^in[9]^in[10]^in[13]^in[14];
assign error[2]=in[3]^in[4]^in[5]^in[6]^in[11]^in[12]^in[13]^in[14];
assign error[3]=in[7]^in[8]^in[9]^in[10]^in[11]^in[12]^in[13]^in[14];
assign out=(error==4'b0000)?{in[14:8],in[6:4],in[2]}:
           (error==4'b0011)?{in[14:8],in[6:4],~in[2]}:
			  (error==4'b0101)?{in[14:8],in[6:5],~in[4],in[2]}:
			  (error==4'b0110)?{in[14:8],in[6],~in[5],in[4],in[2]}:
			  (error==4'b0111)?{in[14:8],~in[6],in[5:4],in[2]}:
			  (error==4'b1001)?{in[14:9],~in[8],in[6:4],in[2]}:
			  (error==4'b1010)?{in[14:10],~in[9],in[8],in[6:4],in[2]}:
			  (error==4'b1011)?{in[14:11],~in[10],in[9:8],in[6:4],in[2]}:
			  (error==4'b1100)?{in[14:12],~in[11],in[10:8],in[6:4],in[2]}:
			  (error==4'b1101)?{in[14:13],~in[12],in[11:8],in[6:4],in[2]}:
			  (error==4'b1110)?{in[14],~in[13],in[12:8],in[6:4],in[2]}:
			  (error==4'b1111)?{~in[14],in[13:8],in[6:4],in[2]}:{in[14:8],in[6:4],in[2]};
endmodule
module decoder_Counter_11(input clk, 
	                      input reset,
	                      input en,
                         output write );
  reg [3:0] counter_up;
  reg write1;
always @(posedge clk or posedge reset)
begin
if(reset)
 counter_up <= 4'b0000;
else if(en==1)
 begin
 counter_up <= counter_up + 4'b0001;
   write1<=0;
 if(counter_up ==4'b1010)
 begin
 write1<=1;
 counter_up <= 4'b0000;
 end
  end
end 
assign write=write1;
endmodule
	module decoder_shifter_11
(
	input clk,
	input reset,
	input write,
	input shift,
	input [10:0] data_in,
	output serial_out
    );
	reg[10:0] data;
	always @(posedge clk)
	begin
		if(reset==1)
			data<=0;
			else 
			begin
		if(write==1)
			data<=data_in;
	   else if(shift==1) 
			data<={1'b0,data[10:1]};
	end
	end
	assign serial_out=data[0];
endmodule
module decoder_shifter_15(input clk,
          input in,
          input reset,
          input shift,
          output reg [14:0]out);
  always @(posedge clk)
    begin
      if(reset==1'b1)
        begin
          out<=15'b000000000000000;
        end
      else if(shift==1'b1)
        begin
		    out[14]<=in;
          out[13]<=out[14];
          out[12]<=out[13];
          out[11]<=out[12];
          out[10]<=out[11];
          out[9]<=out[10];
          out[8]<=out[9];
          out[7]<=out[8];
          out[6]<=out[7];
          out[5]<=out[6];
          out[4]<=out[5];
			 out[3]<=out[4];
          out[2]<=out[3];
          out[1]<=out[2];
          out[0]<=out[1];
        end
        end
      endmodule
module encoder(
input [10:0] datain ,
output [14:0] dataout);
wire p1 , p2 , p3 , p4 ;
xor (p1,datain[0],datain[1],datain[3],datain[4],datain[6],datain[8],datain[10]);
xor (p2,datain[0],datain[2],datain[3],datain[5],datain[6],datain[9],datain[10]);
xor (p3,datain[1],datain[2],datain[3],datain[7],datain[8],datain[9],datain[10]);
xor (p4,datain[4],datain[5],datain[6],datain[7],datain[8],datain[9],datain[10]);
assign dataout = {datain[10],datain[9],datain[8],datain[7],datain[6],datain[5],datain[4],p4 ,datain[3] ,datain[2],datain[1],p3,datain[0],p2,p1 };
endmodule
module encoder_Counter_11(input clk, 
	               input reset,
	               input en,
                  output write );
  reg [3:0] counter_up;
  reg write1;
always @(posedge clk or posedge reset)
begin
if(reset)
 counter_up <= 4'b0000;
else if(en==1)
 begin
 counter_up <= counter_up + 4'b0001;
   write1<=0;
 if(counter_up ==4'b1110)
 begin
 write1<=1;
 counter_up <= 4'b0000;
 end
  end
end 
assign write=write1;
endmodule
module encoder_shifter_11(input in,
                         input reset,
					          input shift,
                         input clk,
                         output reg[10:0]out);
  always @(posedge clk)
    begin
      if(reset==1'b1)
        begin
          out<=11'b00000000000;
        end
      else if(shift==1'b1)
        begin
          out[10]<=in;
          out[9]<=out[10];
          out[8]<=out[9];
          out[7]<=out[8];
          out[6]<=out[7];
          out[5]<=out[6];
          out[4]<=out[5];
			 out[3]<=out[4];
          out[2]<=out[3];
          out[1]<=out[2];
          out[0]<=out[1];
        end
        end
      endmodule
module encoder_shifter_15
(
	input clk,
	input reset,
	input write,
	input shift,
	input[14:0] data_in,
	output serial_out
    );
	reg[14:0] data;
	always @(posedge clk)
	begin
		if(reset==1)
			data<=0;
		else if(write==1)
			data<=data_in;
		else if(shift==1) 
			data<={1'b0,data[14:1]};
	end
	assign serial_out=data[0];
endmodule
module hammingcode(datain,clk_encoder,clk_decoder,reset_encoder,reset_decoder,enable,serial_out,clkc_encoder,clkd_encoder,clkc_decoder,clkd_decoder);
input datain,clk_encoder,clk_decoder,reset_encoder,reset_decoder,enable;
output serial_out,clkc_encoder,clkd_encoder,clkc_decoder,clkd_decoder;
wire dataout_encoder;
main_encoder  encoder(.datain(datain),
                      .clk(clk_encoder),
                      .reset(reset_encoder),
			         	 .enable(enable),
				          .dataout(dataout_encoder),
			         	 .clkc(clkc_encoder),
			          	 .clkd(clkd_encoder)
				          );
main_decoder  decoder(.datain(dataout_encoder),
                     .clk(clk_decoder),
                     .reset(reset_decoder),
							.enable(enable),
							.dataout(serial_out),
							.clkc(clkc_decoder),
							.clkd(clkd_decoder)
							);
endmodule
module main_decoder( input  datain,
                     input  clk,
                     input  reset,
							input  enable,
							output dataout,
							output clkc,
							output clkd
							);
wire [14:0]dataout_shift;
wire [10:0] dataout_decode;
wire clk_out_c,clk_out_d,write;
assign clkc=clk_out_c;
assign clkd=clk_out_d;
CLK_DIVIDER  #(.N(15)) CLK_D_11MHZ 
(
.CLK_IN(clk),
.REST(reset),
.CLK_OUT(clk_out_d)
);
CLK_DIVIDER  #(.N(11)) CLK_C_15MHZ 
(
.CLK_IN(clk),
.REST(reset),
.CLK_OUT(clk_out_c)
);
decoder_shifter_15    shifting15(.clk(clk_out_c),
                                 .in(datain),
                                 .reset(reset),
                                 .shift(enable),
                                 .out(dataout_shift));
decoder_Counter_11    count11(.clk(clk_out_d), 
	                           .reset(reset),
	                           .en(enable),
                              .write(write) );
decoder    decoding(.in(dataout_shift),
                    .out(dataout_decode));
decoder_shifter_11     shifting11(.clk(clk_out_d),
	                               .reset(reset),
	                               .write(write),
	                               .shift(enable),
	                               .data_in(dataout_decode),
	                               .serial_out(dataout));
endmodule
module main_encoder( input  datain,
                     input  clk,
                     input  reset,
							input  enable,
							output dataout,
							output clkc,
							output clkd
							);
wire [10:0]dataout_shift;
wire [14:0] dataout_encode;
wire clk_out_c,clk_out_d,write;
assign clkc=clk_out_c;
assign clkd=clk_out_d;
CLK_DIVIDER  #(.N(15)) CLK_D_11MHZ 
(
.CLK_IN(clk),
.REST(reset),
.CLK_OUT(clk_out_d)
);
CLK_DIVIDER  #(.N(11)) CLK_C_15MHZ 
(
.CLK_IN(clk),
.REST(reset),
.CLK_OUT(clk_out_c)
);
encoder_shifter_11 shift11(.in(datain),
                           .reset(reset),
					            .shift(enable),
                           .clk(clk_out_d),
                           .out(dataout_shift));
encoder_Counter_11 counting(.clk(clk_out_c),
	                         .reset(reset),
	                         .en(enable),
	                         .write(write) );
encoder  encoding(.datain(dataout_shift),
                  .dataout(dataout_encode));	
encoder_shifter_15 SHIFTING15( .clk(clk_out_c),
	                            .reset(reset),
	                            .write(write),
	                            .shift(enable),
	                            .data_in(dataout_encode),
                               .serial_out(dataout));	
endmodule
[./run.sh]
#!/bin/bash
# OpenROAD 26Q1-2900-gdf79404cd8, Yosys 0.63+post, stock flow scripts
make -C /OpenROAD-flow-scripts/flow DESIGN_CONFIG=/design/flow/config.mk WORK_HOME=/design/flow/orfs finish
==> impl_metrics.ini <==
; synthesis and place-and-route metrics
[run_status]
outcome = finished with violations
failing_checks = setup timing

[critical_path]
cp_cell_sequence = a211o_1, a21oi_4, buf_2
timing.setup.critical_path_class = flop to output pin
ff2ff_path_depth = 4
critical_path.reg2reg.endpoint = encoder.CLK_C_15MHZ.NEGATIVE_COUNT[1]$_DFF_NP1_
r2r-start = encoder.CLK_C_15MHZ.NEGATIVE_COUNT[3]$_DFF_NP1_
worstPathMaxFanout = 2
worst_setup_path_start_kind = flop
timing.reg2reg.setup_slack_ns = 1.44
timing.critical_path.max_delay_family = AND-OR/OR-AND gates
worst-endpoint-arrival_ns = 2.54
critical_path_buf_inv_count = 1
worstPathRequired_ns = 2.16
timing.critical_path.slowest_stage_cell = sky130_fd_sc_hd__dfstp_2
critPathMaxStageDelay_ns = 0.36
endpoint_class_of_the_critical_path = output pin

[synth]
synth.yosys.num_cells = 502
synthesis_area_per_yosys_um2 = 4750
top_cell_area_share_pct = 21.9
number_of_distinct_library_cell_variants_in_the_gate_level_netlist_after_synthesis = 43
netlist_top_cells_area = sky130_fd_sc_hd__dfxtp_1, sky130_fd_sc_hd__dfrtp_1, sky130_fd_sc_hd__mux2i_1
synth_warnings = 8
sequential_cell_area_fraction_in_the_yosys_report_pct = 44.5
numSynthFlops = 94
yosys.area.top_type = sky130_fd_sc_hd__dfxtp_1
synth_cells = 502
mapped_area_um2 = 4750
syn_avg_cell_area_um2 = 9.46

[detailed_routing]
drcViolationCount = 0
routed_via_density = 5.19
drtPass1Iterations = 4
wirelength_um = 8590
number_of_drc_markers_after_the_initial_detailed_route_iteration = 160
dr_total_vias = 3455
wl_per_cell_um = 12.9
drtAntennaViolNets = 0
number_of_inserted_diodes = 0

[global_route]
first_global_vias = 3247
initial_antenna_violation_count = 0
grt_pass1_wl_um = 15400
grtUsageTotal_pct = 15.4
largest_net_degree_at_the_start_of_global_routing = 50
grt-ovfl-total = 0

[floorplanning]
io_pins = 11
die_height_um = 111
number_of_standard_cell_rows_in_the_floorplan = 39
floorplan.die_area_um2 = 12300
die-width_um = 111
share_of_the_core_filled_by_cells_before_placement_pct = 41.2
placeableCoreArea_um2 = 11500

[sta]
maxSlewViolCount = 0
slew_headroom_pct = 44.2
untimed_endpoints = 65
grt_setup_unrepaired = true
worstMarginPinSlew_ns = 0.834
unclocked_pins = 62
timing.final.setup_violations = 4
finalHoldViolations = 0
timing.final.ws_setup_ns = -0.381
worst_clock_skew_ns = 0.0516

[placed_design]
dpl.hpwl_um = 6260
finalWeightedCongestion = 0.851
dpl.cell_count = 650
io_buffers = 9

[layout]
layout_top_cells_excl_fill_tap = sky130_fd_sc_hd__nor2_1, sky130_fd_sc_hd__mux2i_1, sky130_fd_sc_hd__dfxtp_1
final_util_pct = 45.8
layout-drive-gt1-share_pct = 11.9
finish.cell_count_without_fillers = 666
layout.filler_cells = 1059
layout.cells.most_common = sky130_fd_sc_hd__nor2_1
flow.area_growth_from_synthesis_pct = 11.0

[flow_run]
drv_cap = 0
number_of_warnings_in_the_stage_logs = 39

[power_and_ir_drop]
ir_worst_vdd_mv = 0.359
p_leak_uw = 0.00223
pwr_cell_area_nw_per_um2 = 229

[clock_network]
tritoncts = done
cts_post_setup_buffers_inserted = 0
cts.reportedPaths.clkPinSlew_ns = 0.04

[worst_hold_path]
hp-start = decoder.CLK_C_15MHZ.NEGATIVE_COUNT[0]$_DFF_NP0_
hold-path-endpoint = decoder.CLK_C_15MHZ.NEGATIVE_COUNT[0]$_DFF_NP0_
worst_hold_path.num_cells = 1
hold_class = flop to flop
[registers in the layout, summed over array words and instances, names as in the netlist]
name                                count
encoder.CLK_C_15MHZ.NEGATIVE_COUNT      4
encoder.counting.counter_up             4
decoder.count11.counter_up              4
encoder.CLK_D_11MHZ.POSETIVE_COUNT      4
encoder.CLK_C_15MHZ.POSETIVE_COUNT      4
decoder.CLK_C_15MHZ.POSETIVE_COUNT      4
encoder.CLK_D_11MHZ.NEGATIVE_COUNT      4
decoder.CLK_D_11MHZ.POSETIVE_COUNT      4
encoder.counting.write1                 1
decoder.CLK_D_11MHZ.NEGATIVE_COUNT      4
encoder.SHIFTING15.data                15
decoder.shifting11.data                11
decoder.shifting15.out                 15
decoder.CLK_C_15MHZ.NEGATIVE_COUNT      4
decoder.count11.write1                  1
encoder.shift11.out                    11
[logic make-up (layout without fill, tap and decap cells)]
| group | Yosys count | in the layout | share of synthesized area, % |
|---|---|---|---|
| AND-OR/OR-AND | 109 | 109 | 14.3 |
| XOR/XNOR | 51 | 51 | 11.6 |
| buffers and inverters | 39 | 60 | 3.48 |
| flip-flops | 94 | 94 | 44.5 |
| multiplexers | 56 | 56 | 11.9 |
| AND/OR/NAND/NOR | 153 | 153 | 14.1 |
[worst max path at each step]
| stage | start | end | slack (ns) | depth (start not counted) |
|---|---|---|---|---|
| CTS | decoder.CLK_C_15MHZ.NEGATIVE_COUNT[3]$_DFF_NP1_ | clkc_decoder | -0.39 | 3 |
| global route | decoder.CLK_C_15MHZ.NEGATIVE_COUNT[1]$_DFF_NP1_ | clkc_decoder | -0.44 | 3 |
| finish | decoder.CLK_C_15MHZ.NEGATIVE_COUNT[3]$_DFF_NP1_ | clkc_decoder | -0.38 | 3 |
[power breakdown]
group | total [µW] | switching (µW) | internal (µW)
Sequential | 483 | 0 | 483
Combinational | 88.6 | 54.5 | 34.1
Clock | 635 | 217 | 418
[worst register-to-register path: stages, from the launching register on]
cell and delay, ns:
sky130_fd_sc_hd__dfstp_2 0.54, sky130_fd_sc_hd__buf_4 0.12, sky130_fd_sc_hd__nor2b_1 0.20, sky130_fd_sc_hd__nor2_1 0.06, sky130_fd_sc_hd__mux2_2 0.26
[what timing repair did]
action | in CTS | in global routing
hold endpoints to repair | 0 | 0
pin swaps | 2 | 0
gates cloned | 0 | 0
gates resized | 17 | 0
hold buffers | 0 | 0
endpoints found under the setup margin | 4 | 4
[synth_stat cells]
| master | count |
|---|---|
| sky130_fd_sc_hd__a2111oi_0 | 8 |
| sky130_fd_sc_hd__dfstp_2 | 10 |
| sky130_fd_sc_hd__a21oi_1 | 36 |
| sky130_fd_sc_hd__nand2b_1 | 13 |
| sky130_fd_sc_hd__buf_2 | 3 |
| sky130_fd_sc_hd__a2111oi_1 | 2 |
| sky130_fd_sc_hd__xnor3_2 | 1 |
| sky130_fd_sc_hd__a211o_1 | 1 |
| sky130_fd_sc_hd__and4b_1 | 1 |
| sky130_fd_sc_hd__clkbuf_1 | 10 |
| sky130_fd_sc_hd__o21ai_0 | 28 |
| sky130_fd_sc_hd__dfxtp_1 | 52 |
| sky130_fd_sc_hd__inv_1 | 16 |
| sky130_fd_sc_hd__xnor2_4 | 1 |
| sky130_fd_sc_hd__and3b_1 | 1 |
| sky130_fd_sc_hd__and4_1 | 1 |
| sky130_fd_sc_hd__o211ai_1 | 2 |
| sky130_fd_sc_hd__xnor2_2 | 4 |
| sky130_fd_sc_hd__o311a_1 | 1 |
| sky130_fd_sc_hd__a311oi_2 | 1 |
| sky130_fd_sc_hd__nor2_1 | 58 |
| sky130_fd_sc_hd__edfxtp_1 | 2 |
| sky130_fd_sc_hd__and3_1 | 1 |
| sky130_fd_sc_hd__xor2_4 | 1 |
| sky130_fd_sc_hd__xnor2_1 | 33 |
| sky130_fd_sc_hd__buf_6 | 1 |
| sky130_fd_sc_hd__nand3_1 | 13 |
| sky130_fd_sc_hd__xor2_1 | 8 |
| sky130_fd_sc_hd__nand2_1 | 46 |
| sky130_fd_sc_hd__dfrtp_1 | 24 |
| sky130_fd_sc_hd__o31ai_1 | 10 |
| sky130_fd_sc_hd__a211oi_1 | 7 |
| sky130_fd_sc_hd__mux2i_1 | 52 |
| sky130_fd_sc_hd__buf_4 | 2 |
| sky130_fd_sc_hd__dfrtn_1 | 6 |
| sky130_fd_sc_hd__nor2b_1 | 4 |
| sky130_fd_sc_hd__buf_1 | 7 |
| sky130_fd_sc_hd__a22o_1 | 4 |
| sky130_fd_sc_hd__o2111ai_1 | 1 |
| sky130_fd_sc_hd__nor3_1 | 15 |
| sky130_fd_sc_hd__xor2_2 | 3 |
| sky130_fd_sc_hd__mux2_2 | 4 |
| sky130_fd_sc_hd__a31oi_1 | 8 |
[metrics by stage]
stage / instance area, µm² / hold WS [ns] / power, µW / setup WS [ns] / setup TNS, ns
CTS: 5270 / 0.443 / 1220 / -0.391 / -1.15
detailed placement: 5080 / 0.440 / 607 / -0.442 / -1.20
finish: 5270 / 0.445 / 1210 / -0.381 / -1.12
floorplan: 4770 / 0.404 / 582 / -0.0884 / -0.131
global route: 5270 / 0.481 / 1270 / -0.439 / -1.30
global placement: 5080 / 0.436 / 607 / -0.440 / -1.18
[cell type report]
| type | count | area (µm²) | share of cell area (%) |
|---|---|---|---|
| multi-input cells | 369 | 2510 | 47.6 |
| flip-flops and latches | 94 | 2110 | 40.1 |
| repair buffers | 28 | 220 | 4.18 |
| well taps | 143 | 179 | 3.40 |
| clock buffers | 7 | 154 | 2.92 |
| inverters | 14 | 52.6 | 0.997 |
| clock inverters | 11 | 42.5 | 0.807 |
[routing by layer]
metal	wire length, µm	track usage (%)
met5	0	0
met1	4620	26.2
met3	283	1.90
met2	3650	22.5
met4	41	1.28
Power and IR drop assume default switching activity.
